<file path="./design.v">
module DUT
(
	input		wire				clk_50mhz,
	input		wire				reset,
	input		wire				incrm_cntl,
	input 		wire					decrm_cntl,
	input		wire				shift_cntl,
	input		wire				set,
	input		wire				i_work_enable,
	input		wire				nsyst,
	output 		logic [5:0]			data,
	output  	logic [6:0] 		seven_Display [5:0],
	output		wire				clk_1hz
); 
	logic [5:0] i_initial = 6'b 11_1110;
	logic [6:0]	seven_Bin [5:0];
	logic [6:0]	seven_Hex [1:0];
	logic [3:0]	connect_bus;
	ClockDivider clockDivider(.*);
	counter 		 Counter (.*, .clk(clk_1hz));
	HexDecoder	 hexDecoder1 (.i_data(data[3:0]), .seven_Hex(seven_Hex[0]), .nsyst);
	assign connect_bus[0] = data[4];
	assign connect_bus[1] = data[5];
	assign connect_bus[2] = 0;
	assign connect_bus[3] = 0;
	HexDecoder	 hexDecoder2 (.i_data(connect_bus), .seven_Hex(seven_Hex[1]), .nsyst);
	BinDecoder	 binDecoder (.i_data(data), .seven_Bin, .nsyst);
	MUL 			 mul  (.*);
endmodule
module BinDecoder
(
	input	 	logic [5:0]		i_data,
	input 		wire 			nsyst,
	output  	logic [6:0] 	seven_Bin [5:0]
);
	always_comb
	begin
		logic [2:0] i;
		for (i=0;i<6;i++)
		begin
			if (nsyst)
				seven_Bin[i] <= '1;
			else
				case (i_data[i])
					0:  seven_Bin[i] <= 7'b 1000000;
					1:  seven_Bin[i] <= 7'b 1111001;
				endcase			
		end
	end
endmodule
module ClockDivider
#(
		parameter frequency = 1	
)
(
	input 	wire 				clk_50mhz,
	input 	wire				reset,
	output	logic				clk_1hz
);
	localparam logic [31:0] lp_div_cnt = 50000000/(2*frequency);
	logic [25:0] counter;
	always_ff @(posedge clk_50mhz, negedge reset)
	begin
		if (~reset)
		begin
			counter <= 0;
			clk_1hz <= 0;
		end
		else
		begin
			counter <= counter + 1;
			if(counter == lp_div_cnt)
			begin
				counter <= 0;
				clk_1hz <= !clk_1hz;
			end
		end
	end 
endmodule 
module HexDecoder
(
	input		logic [3:0]		i_data,
	input 		wire 			nsyst,
	output 		logic [6:0]		seven_Hex
);
	always_comb
			if (nsyst)
				case (i_data)
					0:  seven_Hex <= 7'b 1000000;
					1:  seven_Hex <= 7'b 1111001;
					2:  seven_Hex <= 7'b 0100100;
					3:  seven_Hex <= 7'b 0110000;
					4:  seven_Hex <= 7'b 0011001;
					5:  seven_Hex <= 7'b 0010010;
					6:  seven_Hex <= 7'b 0000010;
					7:  seven_Hex <= 7'b 1111000;
					8:  seven_Hex <= 7'b 0000000;
					9:  seven_Hex <= 7'b 0010000;
					10: seven_Hex <= 7'b 0001000;
					11: seven_Hex <= 7'b 0000011;
					12: seven_Hex <= 7'b 1000110;
					13: seven_Hex <= 7'b 0100001;
					14: seven_Hex <= 7'b 0000110;
					15: seven_Hex <= 7'b 0001110;
					default : 	 seven_Hex <= '1;
				endcase
			else 
				seven_Hex <= '1;
endmodule
module MUL
(
	input		logic [6:0]		seven_Hex [1:0],
	input		logic [6:0]		seven_Bin [5:0],
	input 		wire 			nsyst,
	output 		logic [6:0]		seven_Display [5:0]
);
	always_comb
	begin
		seven_Display <= seven_Bin;
		if (nsyst)
		begin
			seven_Display[0] <= seven_Hex[0];
			seven_Display[1] <= seven_Hex[1];
		end
	end
endmodule
module counter
(
	input		wire				clk,
	input		wire				reset,
	input		wire				incrm_cntl,
	input 		wire				decrm_cntl,
	input		wire				shift_cntl,
	input		wire				set,	
	input		logic [5:0]			i_initial,
	input		wire				i_work_enable,
	output		logic [5:0]			data
);
	always_ff @(posedge clk, negedge reset)
		if (~reset) 
			data <= 0;  
		else if (set)
			data <= i_initial;  
		else if (i_work_enable)
		begin
			if (incrm_cntl)
				data <= data + 1;  
			else if (decrm_cntl)
				data <= data - 5;  
			else if (shift_cntl)
			begin
				data[5:1] <= data[4:0];  
				data[0]	<= data[5];
			end
		end
		else
			data <= data;
endmodule
</file>
<file path="./run.sh">
#!/bin/bash
# OpenROAD 26Q1-2900-gdf79404cd8, Yosys 0.63+post, stock flow scripts
make -C /OpenROAD-flow-scripts/flow DESIGN_CONFIG=/design/flow/config.mk WORK_HOME=/design/flow/orfs finish
</file>
<file path="./config.mk">
export PLATFORM = sky130hd
export DESIGN_NAME = DUT
export DESIGN_NICKNAME = DUT
export VERILOG_FILES = /design/flow/design.v
export SDC_FILE = /design/flow/constraint.sdc
export NUM_CORES = 4
export LEC_CHECK = 1
export CORE_UTILIZATION = 30
export SYNTH_HDL_FRONTEND = slang
</file>
<file path="./constraint.sdc">
current_design DUT

set clk_period 5.4
set clk_io_pct 0.2

create_clock -name clk0 -period $clk_period [get_ports {clk_50mhz}]

set non_clock_inputs [all_inputs -no_clocks]
set_input_delay [expr $clk_period * $clk_io_pct] -clock clk0 $non_clock_inputs
set_output_delay [expr $clk_period * $clk_io_pct] -clock clk0 [all_outputs]
</file>
==> notes.md <==
run metrics: number of warnings in the stage logs=31, clk buf depth=2, Final Max Slew Viols=0, yosys simple share=0.250, R2R Path End=clockDivider.counter[24], FF-to-FF Start=clockDivider.counter[0], Slew headroom=0.482, mux share=0.0392, endpoints left unconstrained=12, post-route ant nets=0, Flops after synth=33, Yosys top cell by instances=dfrtp_1, CTS root buf=clkbuf_8, worst vdd ir=0.000103 V, Num CTS Buffers=3, Syn. warnings=0, Seq pwr share=0.568, critical path type=in2out, H-tree Lvls=1, Sw Ratio=0.218, vertical die size=91.3 um, clock skew=0.00215 ns, worst-path fanout max=25, asr flop ratio synth=1.00, largest cells by area after synthesis=dfrtp_1 (34%), buf_4 (8.2%), ha_1 (4.2%), chip area=8340 um^2, dominant cell type by area after synthesis=dfrtp_1, FP Core Util=0.310, Leak=1.17 nW, layout cells sized above 1=0.0629, clock power share=0.315, Final period util=0.742, Final min period=4.00 ns, yosys stat area=2390 um^2, CTS tree=built, Psw=77.7 uW, Most common reg cell=dfrtp_1, Max Fclk=250 MHz, xor+xnor area frac=0.0585, Seq/Total Area, Yosys=0.345, Final Hold Fails=0, flop-to-flop setup slack=3.30 ns, via count=1974, Die W=91.3 um, Top Family by Delay on Critical Path=buffers and inverters, PwrDens=124 nW/um^2, first-pass GRT wire length=8.29 mm, Tot Pwr=356 uW, I/O pins=57, vias in the first global route=1737, drt first-iter violations=44, setup bufs post-CTS=0, Via-to-Cell Ratio=4.89, FILL cells=782, slowest stage delay, CP=0.91 ns, post-synth cell types=50, worst hold path class=reg2reg, worst path bufs/invs=2, Post-Syn Area per Cell=8.52 um^2, setup TNS=0 ns, drt pass-1 iters=4, number of enable flip-flop cells=0, total grt overflow=0, DRC violations left=0, Post-synth top cells=dfrtp_1 (33), buf_4 (26), nand2_1 (19), o21ai_0 (19), nor2_1 (18), Worst Max-Slew Pin Slew=0.778 ns, Logic pwr share=0.117, clk latency late pin=0.27 ns, R2R depth=5, Adder Share, Synth=0.0418, number of cells in Yosys stat=281, Max Cap Viol=0, cts repair resizes=0, worst path required time=4.32 ns, crit path cell chain=clkdlybuf4s50_1 -> nand2_1 -> o21ai_0 -> clkdlybuf4s50_1, Port Buffers=51, RSZ-0062 raised after global routing=false, routed len/inst=11.9 um, status=finished clean, placer congestion estimate=0.802, GRT Total Usage=0.120, register pins left without a clock=6, Final Setup Violations=0, Area Growth Syn to Fin=19.5%, initial antenna violation count=0, aoi share=0.143, Dominant cell area share=0.345, Mapped Cells=281, Int Pwr=278 uW, maximum number of pins on one net before global-route repair=34, Hold Path Depth=1, row cnt=32, placeable core area=7730 um^2, Critical Path AT=2.92 ns, Worst Setup End Kind=output port, # diodes=0, CP max-delay cell=clkdlybuf4s50_1, hold_sp=clockDivider.counter[20], CTS clk-pin slew, worst paths=0.09 ns, Post-Syn Area=2390 um^2, HPWL after DPL=3.53 mm, crit path launch type=primary input, Crit path top cell by count=clkdlybuf4s50_1, worst hold endpoint=clockDivider.counter[20], Logic family by area=simple AND/OR/NAND/NOR gates, CTS hold repair buffers=0, WL final=4.80 mm
[logic make-up after synthesis]
group,count (synthesis)
AND/OR/NAND/NOR,108
AND-OR/OR-AND,56
buffers and inverters,50
flip-flops,33
XOR/XNOR,16
adder cells (fa/ha/maj),8
multiplexers,8
other,2
[per-layer routing]
layer  wire length [um]  up-vias  track usage
met2               2160       54        0.199
met1               2420      902        0.181
met5                  0        -            0
li1                   -     1014            -
met3                189        4       0.0102
met4                 25        0       0.0132
[area by class of cell]
| class | count | area (um^2) | share of cell area |
|---|---|---|---|
| multi-input combinational | 201 | 1290 | 0.452 |
| sequential | 33 | 826 | 0.288 |
| timing repair buffer | 54 | 533 | 0.186 |
| tap | 102 | 128 | 0.0446 |
| clock buffer | 4 | 45.0 | 0.0157 |
| inverter | 10 | 37.5 | 0.0131 |
[cells in the final DEF (no fill, tap or decap), types with 3 or more instances in the layout]
cell type,netlist,layout
clkdlybuf4s50_1,0,51
dfrtp_1,33,33
nand2_1,19,19
o21ai_0,19,19
nor2_1,18,18
a21oi_1,17,17
nand3_1,15,15
inv_1,10,10
nand4_1,9,9
xnor2_1,9,9
nor3_1,8,8
ha_1,8,8
xor2_1,7,7
mux2i_1,6,6
or3_1,5,5
conb_1,2,5
nor2b_1,4,4
or2_2,4,4
or4_1,4,4
nand2b_1,3,3
and3_1,3,3
o31ai_1,3,3
clkbuf_8,0,3
buf_4,26,3
[power by group through the flow]
stage / Combinational [mW] / Sequential (mW) / Clock [mW]
global route: 0.0470 / 0.202 / 0.125
CTS: 0.0424 / 0.202 / 0.118
finish: 0.0416 / 0.202 / 0.112
[worst max-delay path by stage]
stage / from / to / slack (ns) / cells past startpoint
after CTS: nsyst / seven_Display[7] / 1.38 / 4
after global routing: nsyst / seven_Display[7] / 1.23 / 4
final: nsyst / seven_Display[7] / 1.40 / 4
[sequential cells by signal, indices dropped and copies added (netlist names)]
register	flops
clockDivider.counter	26
Counter.data	6
clockDivider.clk_1hz	1
[per-stage QoR]
step	setup slack [ns]	utilization	std cells	area [um^2]	hold WS, ns
6_report	1.40	0.370	404	2860	0.476
5_1_grt	1.23	0.370	404	2860	0.489
4_1_cts	1.38	0.370	404	2860	0.479
3_5_place_dp	1.39	0.365	400	2820	0.466
3_3_place_gp	1.43	0.365	400	2820	0.462
2_1_floorplan	2.82	-	284	2410	0.435
[worst register-to-register path: cells and delay by family (launching register included)]
family	cells	cell delay, ns
AND-OR/OR-AND	1	0.15
adder cells (fa/ha/maj)	1	0.25
flip-flops	1	0.42
AND/OR/NAND/NOR	3	1.22
Power and IR drop assume default switching activity.
